==> flow/design.v <==
module control_fsm (
	input clk, reset_n,
	input br, brz, addi, subi, sr0, srh0, clr, mov, mova, movr, movrhs, pause,
	input delay_done,
	input temp_is_positive, temp_is_negative, temp_is_zero,
	input register0_is_zero,
	output reg write_reg_file,
	output reg result_mux_select,
	output reg [1:0] op1_mux_select, op2_mux_select,
	output reg start_delay_counter, enable_delay_counter,
	output reg commit_branch, increment_pc,
	output reg alu_add_sub, alu_set_low, alu_set_high,
	output reg load_temp_register, increment_temp_register, decrement_temp_register,
	output reg [1:0] select_immediate,
	output reg [1:0] select_write_address
);
parameter RESET=5'b00000, FETCH=5'b00001, DECODE=5'b00010,
			BR=5'b00011, BRZ=5'b00100, ADDI=5'b00101, SUBI=5'b00110, SR0=5'b00111,
			SRH0=5'b01000, CLR=5'b01001, MOV=5'b01010, MOVA=5'b01011,
			MOVR=5'b01100, MOVRHS=5'b01101, PAUSE=5'b01110, MOVR_STAGE2=5'b01111,
			MOVR_DELAY=5'b10000, MOVRHS_STAGE2=5'b10001, MOVRHS_DELAY=5'b10010,
			PAUSE_DELAY=5'b10011;
reg [4:0] state ;
reg [4:0] next_state_logic;  
always @(*)
begin
	case (state)
	RESET:
		next_state_logic = FETCH;
	FETCH:
		next_state_logic = DECODE;
	DECODE:
	begin
		if (addi)
			next_state_logic = ADDI;
		else if (subi)
			next_state_logic = SUBI;
		else if (mov)
			next_state_logic = MOV;
		else if (sr0)
			next_state_logic = SR0;
		else if (srh0)
			next_state_logic = SRH0;
		else if (clr)
			next_state_logic = CLR;
		else if (br) 
			next_state_logic = BR;
		else if (brz)
			next_state_logic = BRZ;
		else if (movr)
			next_state_logic = MOVR;
		else if (movrhs)
			next_state_logic = MOVRHS;
		else if (pause)
			next_state_logic = PAUSE;
	end
	ADDI:
		next_state_logic = FETCH;
	SUBI:
		next_state_logic = FETCH;
	MOV:
		next_state_logic = FETCH;
	SR0:
		next_state_logic = FETCH;
	SRH0:
		next_state_logic = FETCH;
	CLR:
		next_state_logic = FETCH;
	BR:
		next_state_logic = FETCH;
	BRZ:
		next_state_logic = FETCH;
	MOVR:
		next_state_logic = MOVR_STAGE2;
	MOVR_STAGE2:
	begin
		if (temp_is_zero)
			next_state_logic = FETCH;
		else 
			next_state_logic = MOVR_DELAY;
		end
	MOVR_DELAY:
	begin
		if (delay_done)
			next_state_logic = MOVR_STAGE2;
		else 
			next_state_logic = MOVR_DELAY;
		end
	MOVRHS:
		next_state_logic = MOVRHS_STAGE2;
	MOVRHS_STAGE2:
		begin
		if (temp_is_zero)
			next_state_logic = FETCH;
		else 
			next_state_logic = MOVRHS_DELAY;
		end
	MOVRHS_DELAY:
	begin
		if (delay_done)
			next_state_logic = MOVRHS_STAGE2;
		else 
			next_state_logic = MOVRHS_DELAY;
		end
	PAUSE:
		next_state_logic = PAUSE_DELAY;
	PAUSE_DELAY:
	begin
		if (delay_done)
			next_state_logic = FETCH;
		else
			next_state_logic = PAUSE_DELAY;
			end
	default:
		next_state_logic = RESET;
	endcase
end
always @(posedge clk)
begin
	if (!reset_n)
		state = RESET;
	else
		state = next_state_logic;
end
always @(state)
begin
	write_reg_file = 1'b0;
	result_mux_select = 1'b0;
	op1_mux_select = 2'b00;
	op2_mux_select = 2'b00;
	start_delay_counter = 1'b0;
	enable_delay_counter = 1'b0;
	commit_branch = 1'b0;
	increment_pc = 1'b0;
	alu_add_sub = 1'b0;
	alu_set_low = 1'b0;
	alu_set_high = 1'b0;
	load_temp_register = 1'b0;
	increment_temp_register = 1'b0;
	decrement_temp_register = 1'b0;
	select_immediate = 2'b00;
	select_write_address = 2'b00;
	case (state)
		ADDI:
		begin
			select_immediate = 2'b00;
			op1_mux_select = 2'b01;
			op2_mux_select = 2'b01;
			alu_add_sub = 1'b0;
			result_mux_select = 1'b1;
			write_reg_file = 1'b1;
			select_write_address = 2'b01;
			increment_pc = 1'b1;
		end
		SUBI:
		begin
			select_immediate = 2'b00;
			op1_mux_select = 2'b01;
			op2_mux_select = 2'b01;
			alu_add_sub = 1'b1;
			result_mux_select = 1'b1;
			write_reg_file = 1'b1;
			select_write_address = 2'b01;
			increment_pc = 1'b1;
		end
		MOV:
		begin
			select_immediate = 2'b11;
			op1_mux_select = 2'b01;
			op2_mux_select = 2'b01;
			alu_add_sub = 1'b0;
			result_mux_select = 1'b1;
			write_reg_file = 1'b1;
			select_write_address = 2'b10;
			increment_pc = 1'b1;
		end
		SR0:
		begin
			select_immediate = 2'b01;
			op1_mux_select = 2'b10;
			op2_mux_select = 2'b01;
			alu_set_low = 1'b1;
			result_mux_select = 1'b1;
			write_reg_file = 1'b1;
			select_write_address = 2'b00;
			increment_pc = 1'b1;
		end
		SRH0:
		begin
			select_immediate = 2'b01;
			op1_mux_select = 2'b10;
			op2_mux_select = 2'b01;
			alu_set_high = 1'b1;
			result_mux_select = 1'b1;
			write_reg_file = 1'b1;
			select_write_address = 2'b00;
			increment_pc = 1'b1;
		end
		CLR:
		begin
			result_mux_select = 1'b0;
			write_reg_file = 1'b1;
			select_write_address = 2'b01;
			increment_pc = 1'b1;
		end
		BR:
		begin
			op1_mux_select = 2'b00;
			op2_mux_select = 2'b01;
			select_immediate = 2'b10;
			alu_add_sub = 1'b0;
			commit_branch = 1'b1;
		end
		BRZ:
		begin
			if (register0_is_zero)
			begin
				op1_mux_select = 2'b00;
				op2_mux_select = 2'b01;
				select_immediate = 2'b10;
				alu_add_sub = 1'b0;
				commit_branch = 1'b1;
			end
			else
				increment_pc = 1'b1;
		end
		MOVR:
		begin
			load_temp_register = 1'b1;
		end
		MOVR_STAGE2:
		begin
			if (temp_is_zero)
				increment_pc = 1'b1;
			else 
			begin
				if (temp_is_positive)
				begin
					decrement_temp_register = 1'b1;
					op1_mux_select = 2'b11;
					op2_mux_select = 2'b11;
					alu_add_sub = 1'b0;
					result_mux_select = 1'b1;
					write_reg_file = 1'b1;
					select_write_address = 2'b11;
				end
				else
				begin
					increment_temp_register = 1'b1;
					op1_mux_select = 2'b11;
					op2_mux_select = 2'b11;
					alu_add_sub = 1'b1;
					result_mux_select = 1'b1;
					write_reg_file = 1'b1;
					select_write_address = 2'b11;
				end
				start_delay_counter = 1'b1;
			end
		end
		MOVR_DELAY:
			enable_delay_counter = 1'b1;
		MOVRHS:
		begin
			load_temp_register = 1'b1;
		end
		MOVRHS_STAGE2:
		begin
			if (temp_is_zero)
				increment_pc = 1'b1;
			else 
			begin
				if (temp_is_positive)
				begin
					decrement_temp_register = 1'b1;
					op1_mux_select = 2'b11;
					op2_mux_select = 2'b10;
					alu_add_sub = 1'b0;
					result_mux_select = 1'b1;
					write_reg_file = 1'b1;
					select_write_address = 2'b11;
				end
				else
				begin
					increment_temp_register = 1'b1;
					op1_mux_select = 2'b11;
					op2_mux_select = 2'b10;
					alu_add_sub = 1'b1;
					result_mux_select = 1'b1;
					write_reg_file = 1'b1;
					select_write_address = 2'b11;
				end
				start_delay_counter = 1'b1;
			end
		end
		MOVRHS_DELAY:
			enable_delay_counter = 1'b1;
		PAUSE:
		begin
			start_delay_counter = 1'b1;
		end
		PAUSE_DELAY:
		begin
			enable_delay_counter = 1'b1;
			if (delay_done)
				increment_pc = 1'b1;
		end
	endcase
end
endmodule
==> flow/run.sh <==
#!/bin/bash
# OpenROAD 26Q1-2900-gdf79404cd8, Yosys 0.63+post, stock flow scripts
make -C /OpenROAD-flow-scripts/flow DESIGN_CONFIG=/design/flow/config.mk WORK_HOME=/design/flow/orfs finish
==> flow/config.mk <==
export PLATFORM = sky130hd
export DESIGN_NAME = control_fsm
export DESIGN_NICKNAME = control_fsm
export VERILOG_FILES = /design/flow/design.v
export SDC_FILE = /design/flow/constraint.sdc
export NUM_CORES = 4
export LEC_CHECK = 1
export CORE_AREA = 10 10 74 74
export DIE_AREA = 0 0 84 84
==> flow/constraint.sdc <==
current_design control_fsm

set clk_period 2.0
set clk_io_pct 0.2

create_clock -name clk0 -period $clk_period [get_ports {clk}]

set non_clock_inputs [all_inputs -no_clocks]
set_input_delay [expr $clk_period * $clk_io_pct] -clock clk0 $non_clock_inputs
set_output_delay [expr $clk_period * $clk_io_pct] -clock clk0 [all_outputs]
==> Slide: Implementation Results <==
Run Summary

Status
  – Status: finished, violations left
  – Failing checks: negative setup slack

Synth
  – Post-synth ARST share: 0%
  – Synth warnings: 1
  – Syn_area_per_cell: 6.71 sq um
  – Post-synth top cells: 16 x nor2_1, 15 x nand2_1, 11 x o21ai_0
  – Yosys cell count: 153
  – EDFF count, synth: 0
  – Yosys top cell by area: dfxtp_1
  – Distinct cells, synth: 51
  – Post-Syn Area: 1030 sq um
  – Cells after synthesis: 153
  – Yosys stat area: 1030 sq um
  – Post-synth top flop: dlxtn_1
  – Top cell type by instance count after synthesis: nor2_1
  – Main area contributors: dfxtp_1 9.7%, dlxtn_1 7.3%, nor2_1 5.8%
  – Flops after synth: 10
  – Dominant cell area share: 9.74%

Power and ir drop
  – Power Dens Cells: 184 nW/um^2
  – Maximum VDD drop: 0.000156 V
  – Leak: 0.00109 uW

Worst hold path
  – Hold-critical path depth: 2
  – Hold EP: state[1]$_SDFF_PN0_
  – HP Class: primary input to register
  – Hold path startpoint: reset_n

Final timing
  – Fmax: 0.487 GHz
  – Fin crit period: 2050 ps
  – Worst-margin pin slew: 385 ps
  – Unrepaired setup endpoints after global routing: yes
  – Register pins left without a clock: 5
  – Fin worst setup slack: -51.7 ps
  – Setup TNS: -114 ps
  – Hold_ws: 820 ps
  – Final Setup Violations: 4
  – Number of unconstrained endpoints: 5
  – Final tally of hold violations: 0
  – Final Cycle Share: 103%
  – Slew Limit Fails: 0
  – Worst rel slew slack: 74.0%

Clock tree
  – Num CTS Buffers: 3
  – Root buf cell: clkbuf_8
  – CTS clock-pin slew for the worst setup and hold paths: 30 ps
  – CTS tree: done
  – # H-tree levels: 1
  – Hold buffer count at cts: 0
  – CTS Buffer Depth: 2

Drt
  – Drt drc: 0
  – TritonRoute pass-1 iters: 4
  – ANT nets after route: 0
  – Inserted Diodes: 0
  – WL final: 3900 um
  – DRT iter0 DRCs: 27
  – Total vias in the final route: 1459
  – Average wire per standard cell: 13.0 um
  – Vias per inst: 4.86

Final layout
  – Post-route cell area: 2200 sq um
  – P&R area growth vs syn: 114%
  – Layout Cells excl Fill: 300
  – Share of cells above drive strength 1: 48.0%

GRT
  – Gr ovfl total: 0
  – Antenna violations before repair: 0
  – Largest net degree at the start of global routing: 10
  – Gr usage total: 9.82%
  – First-pass GRT wire length: 6160 um
  – Vias in the first global route: 1381

Floorplanning
  – # rows: 23
  – I/O pins: 39
  – Die Width: 84 um
  – Area of the core: 3970 sq um
  – Die ar.: 7060 sq um
  – Initial Utilization: 25.9%
  – Die Y: 84 um

Worst setup path
  – Crit path DAT: 1650 ps
  – Crit Path Category: register to primary output
  – CP startpoint kind: register
  – Crit path capture type: primary output
  – CP max FO: 4
  – Crit path DRT: 1600 ps

Flow run
  – Number of max-cap violations: 0
  – OpenROAD warnings: 29

Place
  – PortBufs: 36
  – Placement Cell Area: 1740 sq um
  – Post-DP HPWL: 2900 um
  – GP Congestion: 0.876
  – Inst Count DP: 272
-- registers in the layout, indices dropped and copies added (netlist names) --
register,flops
next_state_logic,5
state,5
-- worst max-delay path, cell delays in order (launching register included) --
cell      delay [ps]
dfxtp_4          350
buf_8            130
buf_6            120
o32a_1           350
buf_4            140
nor3_4           120
o21bai_1         120
buf_2            100
-- cells in the final DEF, fill, tap and decap left out, types with 4 or more instances in the layout --
| cell type | Yosys | routed |
|---|---|---|
| nand2b_4 | 0 | 4 |
| dlygate4sd2_1 | 0 | 4 |
| buf_4 | 3 | 56 |
| nand3_1 | 4 | 4 |
| clkdlybuf4s50_1 | 0 | 14 |
| and2_1 | 7 | 6 |
| dlymetal6s2s_1 | 0 | 5 |
| o21ai_1 | 4 | 5 |
| o21ai_0 | 11 | 7 |
| clkbuf_2 | 0 | 4 |
| buf_6 | 1 | 10 |
| nor2_1 | 16 | 12 |
| nand2_1 | 15 | 13 |
| nor2_2 | 0 | 4 |
| dfxtp_4 | 0 | 4 |
| dlxtn_1 | 5 | 5 |
| a21oi_1 | 6 | 6 |
| nor3_1 | 7 | 5 |
| buf_8 | 0 | 4 |
-- per-layer routing --
layer / track usage (%) / vias up / share of wire [%]
li1: - / 751 / -
met1: 13.1 / 666 / 48
met2: 15.7 / 38 / 45
met3: 2.76 / 4 / 5.7
met4: 1.22 / 0 / 0.87
met5: 0 / - / 0
-- cells by family after synthesis --
logic type | share of synthesized area, %
and+or+nand+nor | 43.5
AOI/OAI and AO/OA | 28.3
buffers and inverters | 9.38
DFF | 9.74
latches | 7.31
xor gates and xnor gates | 0.853
muxes | 0.974
-- layout make-up --
cell class | count | area (sq um)
fillers | 363 | 1770
inverters | 5 | 21.3
repair buffers | 106 | 956
well taps | 50 | 62.6
multi-input cells | 125 | 921
clock buffers | 4 | 45.0
flip-flops and latches | 10 | 191
-- timing repair --
item | CTS | global route
resized | 64 | 45
setup endpoints to repair | 20 | 13
pin swaps | 11 | 16
buffers inserted | 13 | 11
-- power by group --
part / total (uW) / switching [uW] / internal [uW] / leakage, uW
sequential: 99.4 / 1.86 / 97.5 / 0.0000832
clock: 181 / 44.9 / 136 / 0.0000228
combinational: 124 / 48.0 / 75.6 / 0.000979
-- metrics by stage --
| step | power, uW | util [%] | worst slack [ps] |
|---|---|---|---|
| after global placement | 204 | 43.9 | -470 |
| after CTS | 405 | 50.7 | -146 |
| after detailed placement | 204 | 43.9 | -469 |
| final | 404 | 55.3 | -51.7 |
| after global routing | 434 | 55.3 | -150 |
| after floorplan | 138 | - | 395 |
-- worst max path at each step --
stage / slack (ps) / startpoint / cells after the start / to
CTS: -150 / state[3]$_SDFF_PN0_ / 6 / write_reg_file
global route: -150 / state[1]$_SDFF_PN0_ / 7 / op2_mux_select[0]
finish: -50 / state[1]$_SDFF_PN0_ / 7 / op2_mux_select[0]
Power and IR drop assume default switching activity.
