### design/flow/design.v
module regfile (input clk, reset_n, write, input [7:0] data, input [1:0] select0, select1, wr_select,
				output reg [7:0] selected0, selected1, output [7:0] delay, position, register0);
reg [7:0] reg0  ;
reg [7:0] reg1  ;
reg [7:0] reg2  ;
reg [7:0] reg3  ;
always @(posedge clk)
begin
	if (reset_n == 1'b0)
	begin
		reg0 = 8'b0;
		reg1 = 8'b0;
		reg2 = 8'b0;
		reg3 = 8'b0;
	end
	if (write == 1'b1)
	begin
		case (wr_select)
			2'b00:
			reg0 = data;
			2'b01:
			reg1 = data;
			2'b10:
			reg2 = data;
			2'b11:
			reg3 = data;
		endcase
	end
	case(select0)
		2'b00:
		selected0 = reg0;
		2'b01:
		selected0 = reg1;
		2'b10:
		selected0 = reg2;
		2'b11:
		selected0 = reg3;
	endcase
	case(select1)
		2'b00:
		selected1 = reg0;
		2'b01:
		selected1 = reg1;
		2'b10:
		selected1 = reg2;
		2'b11:
		selected1 = reg3;
	endcase
end
assign delay = reg3;
assign position = reg2;
assign register0 = reg0;
endmodule
### design/flow/run.sh
#!/bin/bash
# OpenROAD 26Q1-2900-gdf79404cd8, Yosys 0.63+post, stock flow scripts
make -C /OpenROAD-flow-scripts/flow DESIGN_CONFIG=/design/flow/config.mk WORK_HOME=/design/flow/orfs finish
### design/flow/config.mk
export PLATFORM = sky130hd
export DESIGN_NAME = regfile
export DESIGN_NICKNAME = regfile
export VERILOG_FILES = /design/flow/design.v
export SDC_FILE = /design/flow/constraint.sdc
export NUM_CORES = 4
export LEC_CHECK = 1
export CORE_UTILIZATION = 50
### design/flow/constraint.sdc
current_design regfile

set clk_period 1.9
set clk_io_pct 0.2

create_clock -name clk0 -period $clk_period [get_ports {clk}]

set non_clock_inputs [all_inputs -no_clocks]
set_input_delay [expr $clk_period * $clk_io_pct] -clock clk0 $non_clock_inputs
set_output_delay [expr $clk_period * $clk_io_pct] -clock clk0 [all_outputs]
==> impl_metrics.ini <==
; yosys + openroad results
[status]
outcome = finished clean

[setup_path]
worst_r2r_path_depth = 4
worst-endpoint-arrival_ps = 1920
required_ps = 2090
worstPathMaxFanout = 7
start_kind = input port
worstSetupPathType = in2reg
critPathCaptureType = register

[synth]
area_of_the_mapped_netlist_um2 = 2420
ys_types = 27
synthCells = 280
synth-warning-count = 1
synth-seq-area-share = 0.396
yosys-stat-cells = 280
yosysChipArea_um2 = 2420
ys_ff = 48
area_leaders = sky130_fd_sc_hd__dfxtp_1 (40%), sky130_fd_sc_hd__mux2_2 (14%), sky130_fd_sc_hd__nand2_1 (9.3%), sky130_fd_sc_hd__a221oi_1 (5.1%), sky130_fd_sc_hd__a211oi_1 (4.3%)
async_flop_share = 0
synth_largest_type_area_fraction = 0.396
synthesis.area_per_instance_um2 = 8.66
synthDominantAreaCellType = sky130_fd_sc_hd__dfxtp_1
flop_cell = sky130_fd_sc_hd__dfxtp_1
synth-edff-count = 0

[die]
floorplan.die.width_um = 71.6
design.core.area_um2 = 4500
core.rowCount = 24
die.size.y_um = 71.6
pin_count = 57
floorplan.die_area_um2 = 5130
fp_util = 0.538

[timing]
final_hold_viol_count = 0
slew_headroom = 0.794
worst_hold_slack_ps = 392
final_critical_path_setup_slack_ps = 171
timing.final.crit_share = 0.910
timing.final.crit_period_ps = 1730
timing.final.setup_violations = 0
worstMarginPinSlew_ps = 308
final_max_slew_viol_count = 0
max_freq_mhz = 578
setup_tns_ps = 0
finClkSkew_ps = 11.7
grt_setup_unrepaired = false

[clock_tree]
cts_max_level = 2
post-cts-setup-buffers = 0
cts-root-to-sink-buffers = 2
clock_buffer_count_from_cts = 5
tritoncts = done
cts_resized = 0
cts-root-buf = sky130_fd_sc_hd__clkbuf_8
clk-insertion-delay-late_ps = 300
numClockSinks = 48
cts.reportedPaths.clkPinSlew_ps = 90
cts_hold_repair.buffers = 0

[route]
post_drt_via_cell_ratio = 5.63
dr.pass1.iters = 4
count_of_inserted_antenna_diode_cells = 0
final_antenna_net_count = 0
drt-wirelength-per-cell_um = 15.0
drt-total-wl_um = 5820
detail_route.drc_violations = 0
detail_route.iter0.violations = 161
route.vias.total = 2184

[placed_design]
dp_worst_setup_slack_ps = -136
numPlacedInstances = 380
place_congestion = 0.861
dp.final_hpwl_um = 4120
dpl_cell_area_um2 = 3120
numPortBuffers = 56

[grt]
grt_pass1_vias = 1929
antenna_found_initial = 0
grt_start_max_net_pins = 57
first_pass_grt_wire_length_um = 9610
grtUsageTotal = 0.243
overflow = 0

[hold_path]
hold_path_stages = 3
worst_hold_path_type = in2reg

[job]
timing.max_cap.violations = 0
openroad.warnings = 26

[power_and_ir_drop]
fin_total_pwr_mw = 2.22
static-leakage-power_nw = 1.27
power_per_cell_area_nw_per_um2 = 689
vdd_ir_drop_max_mv = 0.549

[cells_and_area]
layout.cells.most_common = sky130_fd_sc_hd__nand2_1
final_core_utilization = 0.714
area_growth_pct = 32.7
post-route-cell-area_um2 = 3220
area.sequential_um2 = 961
finish.cell_count_without_fillers = 388
filler_cell_count = 373
logic_area_um2 = 1310
layout_top_cells_excl_fill_tap = sky130_fd_sc_hd__nand2_1 (60), sky130_fd_sc_hd__clkdlybuf4s50_1 (55), sky130_fd_sc_hd__dfxtp_1 (48)
drive_gt1_frac = 0.190
kinds of logic after synthesis:
| group | Yosys count | share of synthesized area |
|---|---|---|
| AOI/OAI and AO/OA | 65 | 0.188 |
| DFF | 48 | 0.396 |
| and+or+nand+nor | 96 | 0.171 |
| buffers and inverters | 32 | 0.0629 |
| muxes | 35 | 0.162 |
| xor gates and xnor gates | 4 | 0.0206 |
cells in the mapped netlist, drive strengths merged (3+ instances only):
master  number
nand2       60
a22oi       14
nor2        14
dfxtp       48
a221oi      14
o21ai       21
inv          3
clkbuf      14
buf         15
a211oi      14
and2         5
xnor2        4
mux2        30
nand3       10
mux2i        5
state kept, by name, indices dropped and copies added, names as in the netlist:
name and cells:
selected1 8, selected0 8, reg3 8, reg2 8, reg1 8, reg0 8
worst paths after layout:
kind                        start                    to  slack, ps
setup / recovery            write  selected1[7]$_DFF_P_        170
hold / removal            reset_n       reg2[7]$_DFF_P_        390
setup reg to reg  reg0[7]$_DFF_P_  selected1[7]$_DFF_P_        720
hold reg to reg   reg1[2]$_DFF_P_       reg1[2]$_DFF_P_        490
critical path, cell delays in order:
cell and delay [ps]:
sky130_fd_sc_hd__clkdlybuf4s50_1 560, sky130_fd_sc_hd__nor3b_2 250, sky130_fd_sc_hd__mux2i_1 320, sky130_fd_sc_hd__o221ai_1 140, sky130_fd_sc_hd__mux2_2 260
final cells by class:
| class | count | area share |
|---|---|---|
| clock buffer | 6 | 0.0257 |
| sequential | 48 | 0.299 |
| timing repair buffer | 77 | 0.241 |
| clock inverter | 2 | 0.00311 |
| inverter | 3 | 0.00350 |
| tap | 52 | 0.0202 |
| multi-input combinational | 200 | 0.408 |
power by group:
group,total [mW],internal (mW),switching (mW)
Sequential,1.12,1.08,0.0406
Clock,0.629,0.291,0.338
Combinational,0.471,0.278,0.193
per-layer routing:
metal | routed length, µm | global-route usage
met2 | 2420 | 0.338
met5 | 0 | 0
met4 | 61 | 0.0240
met1 | 2900 | 0.419
met3 | 435 | 0.0428
Power is estimated from default activity; no workload was simulated.
