$ cat run.sh
#!/bin/bash
# OpenROAD 26Q1-2900-gdf79404cd8, Yosys 0.63+post, stock flow scripts
make -C /OpenROAD-flow-scripts/flow DESIGN_CONFIG=/design/flow/config.mk WORK_HOME=/design/flow/orfs finish
$ cat config.mk
export PLATFORM = sky130hd
export DESIGN_NAME = delay_counter
export DESIGN_NICKNAME = delay_counter
export VERILOG_FILES = /design/flow/design.v
export SDC_FILE = /design/flow/constraint.sdc
export NUM_CORES = 4
export LEC_CHECK = 1
export CORE_UTILIZATION = 50
$ cat constraint.sdc
current_design delay_counter

set clk_period 11.5
set clk_io_pct 0.2

create_clock -name clk0 -period $clk_period [get_ports {clk}]

set non_clock_inputs [all_inputs -no_clocks]
set_input_delay [expr $clk_period * $clk_io_pct] -clock clk0 $non_clock_inputs
set_output_delay [expr $clk_period * $clk_io_pct] -clock clk0 [all_outputs]
$ cat design.v
module delay_counter (input clk, reset_n, start, enable, input [7:0] delay, output done);
parameter BASIC_PERIOD=20'd500000;    
parameter CLOCK_SPEED=32'd50000000;
parameter COUNTER1 = 20'd500000;	 
reg [7:0] internal_delay;
reg[20:0] counter1;
reg counter1_done;
reg[20:0] counter2;
reg loaded;
reg done_reg;
always @(posedge clk)
begin
	if (reset_n == 1'b0)
	begin
		counter1 = 21'b0;
		counter2 = 21'b0;
		loaded = 1'b0;
		done_reg = 1'b0;
	end
	if(start == 1'b1)
	begin
		internal_delay = delay;
		counter1 = 21'd0;
		counter2 = internal_delay;
	end
	if (enable == 1'b1)
	begin
		if (counter1 < COUNTER1)
		begin
			counter1 = counter1 + 21'd1;
		end
		else if (counter1 >= COUNTER1)
		begin
			if (counter2 > 0)
			begin
				counter2 = counter2 - 21'd1;
			end
			else if (counter2 <= 0)
			begin
				done_reg = 1'b1;
			end
		end
	end
	else if (enable == 1'b0)
	begin
		done_reg = 1'b0;
		counter1 = 21'd0;
		counter2 = 21'd0;
	end
end
assign done = done_reg;
endmodule
==> ci_impl_report.md <==
### Yosys + OpenROAD results

| Metric | Value |
|---|---|
| Design area | 2560 um^2 |
| WP buf/inv | 2 |
| CTS resizes | 0 |
| Hold_buf cts | 0 |
| Post-route antenna net violation count | 0 |
| Worst path arrival time | 5.74 ns |
| Total die area | 4990 um^2 |
| Post-synth mux share | 0.850% |
| R2r endpoint | counter2[13] |
| Via density per instance | 5.91 |
| Crit path kind | in2reg |
| Logic area | 1380 um^2 |
| Crit path cell chain | clkdlybuf4s50_1 > and2b_1 > buf_4 > nand3_1 > o211a_1 > nand3b_1 > o311ai_1 > a21oi_1 |
| Post-Synthesis Cells | 287 |
| Placed cell count | 336 |
| Via Count | 2026 |
| Die Height | 70.6 um |
| GRT overflow | 0 |
| Ant. Diodes | 0 |
| Routed len/inst | 14.3 um |
| Final setup vio count | 0 |
| Setup TNS | 0 ns |
| Xor+xnor area frac | 6.69% |
| Slew Limit Fails | 0 |
| Final wirelength | 4890 um |
| Clk pin slew, worst setup/hold paths | 0.08 ns |
| CP Depth | 8 |
| EDFF count, synth | 0 |
| Post-Layout Cell Count | 343 |
| Reg area | 861 um^2 |
| Clk buf depth | 2 |
| Layout cells sized above 1 | 4.81% |
| Largest net degree at the start of global routing | 28 |
| Cycle use final | 48.5% |
| Final HPWL from detailed placement | 3350 um |
| Cell Pwr Density | 113 nW/um^2 |
| Syn_area_per_cell | 8.21 um^2 |
| Top-area cell share | 36.5% |
| Worst slew margin | 44.7% |
| Synth Area in Simple Gates | 28.4% |
| Initial antenna violation count | 0 |
| Total track usage | 22.0% |
| Reg-to-Reg Start | counter1[13] |
| Port buffer count | 12 |
| Worst slew pin tran | 0.830 ns |
| Clock Sinks | 43 |
| Top logic family | simple AND/OR/NAND/NOR gates |
| Final hold slack | 0.471 ns |
| Ys cells | 287 |
| Core Region | 4440 um^2 |
| Setup crit end | counter2[13] |
| FP Rows | 24 |
| CTS tree | built |
| Final Hold Vio Count | 0 |
| Worst Skew | 0.00545 ns |
| Root Driver | clkbuf_8 |
| Initial DRC Count | 82 |
| Residual DRC count | 0 |
| Reg-to-reg slack, setup | 9.11 ns |
| CP Launch Type | input port |
| Fa+ha+maj area frac | 1.06% |
| Slowest CP cell | and2b_1 |
| Required time of the critical path | 11.66 ns |
| Top-Level Pins | 13 |
| Cell Type Count | 56 |
| YS chip area | 2360 um^2 |
| Worst setup margin | 5.92 ns |
| Post-synth area hogs | dfxtp_1 (37%), nor2_1 (4.8%), nand2_1 (4.3%) |
| Worst-path fanout max | 27 |
| VDD IR-drop max | 0.0544 mV |
| DIE WIDTH | 70.6 um |
| Netlist Area Pre-Place | 2360 um^2 |
| Min Tclk post-route | 5.58 ns |
| Util after Layout | 57.5% |
| Post-synth top flop | dfxtp_1 |
| Vias in the first global route | 1849 |
| CP endpoint kind | flip-flop |
| AO/OA Area Share | 21.7% |
| Area leader, netlist | dfxtp_1 |
| Async set or reset register ratio after synthesis | 0% |
| Reg2Reg Depth | 6 |
| Status | completed |
| Tool warnings | 27 |
| Post-place instance area | 2450 um^2 |
| Clk latency of the worst-skew pair | 0.29 ns |
| Post-synthesis sequential area ratio | 36.5% |
| P_leak | 0.908 nW |
| Wire length of the first global-routing pass | 8780 um |
| H-tree Lvls | 2 |
| Flops after synth | 43 |
| Pre-antenna DRT Iters | 4 |
| Post-CTS setup buffers | 0 |
| Synth warnings | 1 |
| Tot Pwr | 0.288 mW |
| Fillers | 406 |
| FP Core Util | 53.0% |
| Gpl congestion | 0.849 |
| Worst hold-check path type | reg2reg |
| Number of max-cap violations | 0 |
| Delay-heaviest family, CP | simple AND/OR/NAND/NOR gates |
| Total CTS buffers | 5 |
| Crit-path max cell delay | 0.74 ns |
| Area grow syn2layout | 8.55% |
| Placement Setup Slack | 5.59 ns |
| Max frequency | 179 MHz |
| Beginning of the critical path | start |
| RSZ-0062 raised after global routing | false |
==> cell usage after synthesis (all sizes together) (2+ instances only) <==
cell / count
a211o: 4
a211oi: 2
a21o: 5
a21oi: 17
a22o: 2
a22oi: 6
and2: 2
and3: 7
buf: 9
clkbuf: 7
dfxtp: 43
ha: 2
inv: 4
mux2i: 2
nand2: 27
nand2b: 4
nand3: 12
nand3b: 2
nand4: 10
nor2: 30
nor3: 5
nor4: 7
o211ai: 5
o21ai: 22
o21bai: 2
o311ai: 2
or3: 10
or4: 3
xnor2: 11
xor2: 7
==> placed cells by master, fill, tap and decap left out, types with 2 or more instances in the layout <==
cell type,instances
dfxtp_1,43
nor2_1,30
nand2_1,27
o21ai_0,19
a21oi_1,17
nand3_1,12
clkdlybuf4s50_1,12
xnor2_1,11
nand4_1,10
or3_1,9
and3_1,7
xor2_1,7
a22oi_1,6
o211ai_1,5
clkbuf_8,5
inv_1,4
nor4_1,4
a211o_1,4
nand2b_1,4
nor3_1,4
a21o_1,4
or4_1,3
o21ai_1,3
and2_1,2
nor4_2,2
mux2i_1,2
o21bai_1,2
o311ai_1,2
a22o_1,2
a211oi_1,2
ha_1,2
==> metal layers <==
metal	wire length (um)	track usage (%)	share of wire (%)
met5	0	0	0
met4	68	2.44	1.4
met3	213	2.89	4.4
met2	2000	32.8	41
met1	2610	36.3	53
==> cells by family (layout without fill, tap and decap cells) <==
| logic type | after synthesis | in the layout |
|---|---|---|
| XOR/XNOR | 18 | 18 |
| buffers and inverters | 21 | 25 |
| multiplexers | 2 | 2 |
| flip-flops | 43 | 43 |
| AND/OR/NAND/NOR | 123 | 123 |
| AND-OR/OR-AND | 78 | 78 |
| adder cells (fa/ha/maj) | 2 | 2 |
==> where the power goes <==
part | switching, mW | internal [mW] | leakage [nW] | total (mW)
sequential | 0.000914 | 0.150 | 0.348 | 0.151
combinational | 0.0138 | 0.00878 | 0.509 | 0.0225
clock | 0.0504 | 0.0637 | 0.0513 | 0.114
total | 0.0650 | 0.223 | 0.908 | 0.288
==> worst reg2reg max path, stage by stage, from the launching register on <==
cell and delay, ns:
dfxtp_1 0.41, nand3b_4 0.11, a211o_1 0.29, o211a_1 0.54, nand3b_1 0.49, o311ai_1 0.33, a21oi_1 0.10
==> worst min path at each step <==
stage             from           end  slack, ns  depth (start not counted)
5_1_grt   counter1[20]  counter1[20]       0.50                          1
6_report  counter2[19]  counter2[19]       0.47                          2
4_1_cts   counter2[19]  counter2[19]       0.47                          2
==> cell type report <==
type,instances,share of cell area [%]
Clock inverter,1,1.17
Tap cell,52,2.54
Clock buffer,6,2.84
Sequential cell,43,33.7
Inverter,5,0.734
Multi-Input combinational cell,223,54.1
Timing Repair Buffer,13,4.99
Power is estimated from default activity; no workload was simulated.
